$ cat design/flow/config.mk
export PLATFORM = sky130hd
export DESIGN_NAME = LBP
export DESIGN_NICKNAME = LBP
export VERILOG_FILES = /design/flow/design.v
export SDC_FILE = /design/flow/constraint.sdc
export NUM_CORES = 4
export LEC_CHECK = 1
export CORE_UTILIZATION = 30
$ cat design/flow/constraint.sdc
current_design LBP

set clk_period 5.3
set clk_io_pct 0.2

create_clock -name clk0 -period $clk_period [get_ports {clk}]

set non_clock_inputs [all_inputs -no_clocks]
set_input_delay [expr $clk_period * $clk_io_pct] -clock clk0 $non_clock_inputs
set_output_delay [expr $clk_period * $clk_io_pct] -clock clk0 [all_outputs]
$ cat design/flow/design.v
module LBP ( clk, reset, gray_addr, gray_req, gray_ready, gray_data, lbp_addr, lbp_valid, lbp_data, finish);
input   	clk;
input   	reset;
output reg [13:0] 	gray_addr;
output  reg       	gray_req;
input   	gray_ready;
input   [7:0] 	gray_data;
output  [13:0] 	lbp_addr;
output reg 	lbp_valid;
output  [7:0] 	lbp_data;
output reg  	finish;
reg [6:0]x,y,x_next,y_next;
reg [3:0]fsm,fsm_next;
reg [7:0]data_in[7:0],data_out[7:0];
reg [7:0]data_in_central;
reg data_in_en,data_out_en,data_move_en,data_movein_en;
reg [3:0]conter,conter_next;
assign lbp_addr = {y,x};
assign lbp_data = (data_out[0]|data_out[1]|
						 data_out[2]|data_out[3]|
						 data_out[4]|data_out[5]|
						 data_out[6]|data_out[7]);
always@(posedge clk,posedge reset)
begin
	if(reset)
	begin
		x <= 7'd126;
		y <= 7'd0;
		fsm <= 4'd2;
		conter <= 4'd1;
		data_in[0] <= 8'd0;
		data_in[1] <= 8'd0;
		data_in[2] <= 8'd0;
		data_in[3] <= 8'd0;
		data_in_central <= 8'd0;
		data_in[4] <= 8'd0;
		data_in[5] <= 8'd0;
		data_in[6] <= 8'd0;
		data_in[7] <= 8'd0;
		data_out[0] <= 8'd0;
		data_out[1] <= 8'd0;
		data_out[2] <= 8'd0;
		data_out[3] <= 8'd0;
		data_out[4] <= 8'd0;
		data_out[5] <= 8'd0;
		data_out[6] <= 8'd0;
		data_out[7] <= 8'd0;
	end
	else
	begin
		x <= x_next;
		y <= y_next;
		fsm <= fsm_next;
		conter <= conter_next;
		if(data_in_en)
		begin
			data_in[0] <= data_in[1];
			data_in[1] <= data_in[2];
			data_in[2] <= data_in[3];
			data_in[3] <= data_in_central;
			data_in_central <= data_in[4];
			data_in[4] <= data_in[5];
			data_in[5] <= data_in[6];
			data_in[6] <= data_in[7];
			data_in[7] <= gray_data;
		end
		if(data_movein_en)
		begin
			data_in[2] <= data_in[4];
			data_in[4] <= data_in[7];
			data_in[7] <= gray_data;
		end
		if(data_out_en)
		begin
			data_out[0] <= (data_in_central <= data_in[0])? 8'd1 : 8'd0;
			data_out[1] <= (data_in_central <= data_in[1])? 8'd2 : 8'd0;
			data_out[2] <= (data_in_central <= data_in[2])? 8'd4 : 8'd0;
			data_out[3] <= (data_in_central <= data_in[3])? 8'd8 : 8'd0;
			data_out[4] <= (data_in_central <= data_in[4])? 8'd16 : 8'd0;
			data_out[5] <= (data_in_central <= data_in[5])? 8'd32 : 8'd0;
			data_out[6] <= (data_in_central <= data_in[6])? 8'd64 : 8'd0;
			data_out[7] <= (data_in_central <= data_in[7])? 8'd128 : 8'd0;
		end
		if(data_move_en)
		begin
			data_in[0] <= data_in[1];
			data_in[1] <= data_in[2];
			data_in[3] <= data_in_central;
			data_in[5] <= data_in[6];
			data_in[6] <= data_in[7];
			data_in_central <= data_in[4];
		end
	end
end
always@(*)
begin
	case(fsm)
		4'd0:
		begin
			finish = 1'b0;
			x_next = x;
			y_next = y;
			lbp_valid = 1'b0;
			data_move_en = 1'b0;
			data_movein_en = 1'b0;
			gray_req = 1'b1;
			data_in_en = 1'b1;
			data_out_en = 1'b0;
			if(conter == 4'd9)
			begin
				conter_next = 4'd1;
				fsm_next = 4'd1;
			end
			else
			begin
				conter_next = conter + 4'd1;
				fsm_next = fsm;
			end
		end
		4'd1:
		begin
			data_out_en = 1'b1;
			gray_req = 1'b0;
			data_in_en = 1'b0;
			conter_next = conter;
			lbp_valid = 1'b0;
			fsm_next = 4'd2;
			x_next = x;
			y_next = y;
			data_move_en = 1'b1;
			data_movein_en = 1'b0;
			finish = 1'b0;
		end
		4'd2:
		begin
			data_out_en = 1'b0;
			gray_req = 1'b0;
			data_movein_en = 1'b0;
			data_in_en = 1'b0;
			if(x == 7'd126 && y == 7'd126)
			begin
				x_next = x;
				y_next = y;
				fsm_next = 4'd4;
				finish = 1'b1;
				conter_next = 4'd1;
			end
			else if(x == 7'd126)
			begin
				x_next = 7'd1;
				y_next = y + 7'd1;
				fsm_next = 4'd0;
				finish = 1'b0;
				conter_next = 4'd1;
			end
			else
			begin
				x_next = x + 7'd1;
				y_next = y;
				fsm_next = 4'd3;
				finish = 1'b0;
				conter_next = 4'd10;
			end
			lbp_valid = 1'b1;
			data_move_en = 1'b0;
		end
		4'd3:
		begin
			finish = 1'b0;
			x_next = x;
			y_next = y;
			lbp_valid = 1'b0;
			data_move_en = 1'b0;
			data_in_en = 1'b0;
			gray_req = 1'b1;
			data_movein_en = 1'b1;
			data_out_en = 1'b0;
			if(conter == 4'd12)
			begin
				conter_next = 4'd1;
				fsm_next = 4'd1;
			end
			else
			begin
				conter_next = conter + 4'd1;
				fsm_next = fsm;
			end
		end
		4'd4:
		begin
			finish = 1'b1;
			data_movein_en = 1'b0;
			data_move_en = 1'b0;
			data_out_en = 1'b0;
			gray_req = 1'b0;
			conter_next = 4'd1;
			fsm_next = fsm;
			data_in_en = 1'b0;
			x_next = x;
			y_next = y;
			lbp_valid = 1'b0;
		end
		default:
		begin
			finish = 1'b0;
			data_movein_en = 1'b0;
			data_move_en = 1'b0;
			data_out_en = 1'b0;
			gray_req = 1'b0;
			conter_next = 4'd1;
			fsm_next = 4'd0;
			data_in_en = 1'b0;
			x_next = x;
			y_next = y;
			lbp_valid = 1'b0;
		end
	endcase
end
always@(conter,x,y)
begin
	case(conter)
		4'd1:
		begin
			gray_addr = {y-7'd1,x-7'd1};
		end
		4'd2:
		begin
			gray_addr = {y-7'd1,x};
		end
		4'd3:
		begin
			gray_addr = {y-7'd1,x+7'd1};
		end
		4'd4:
		begin
			gray_addr = {y,x-7'd1};
		end
		4'd5:
		begin
			gray_addr = {y,x};
		end
		4'd6:
		begin
			gray_addr = {y,x+7'd1};
		end
		4'd7:
		begin
			gray_addr = {y+7'd1,x-7'd1};
		end
		4'd8:
		begin
			gray_addr = {y+7'd1,x};
		end
		4'd9:
		begin
			gray_addr = {y+7'd1,x+7'd1};
		end
		4'd10:
		begin
			gray_addr = {y-7'd1,x+7'd1};
		end
		4'd11:
		begin
			gray_addr = {y,x+7'd1};
		end
		4'd12:
		begin
			gray_addr = {y+7'd1,x+7'd1};
		end
		default:
		begin
			gray_addr = 14'd0;
		end
	endcase
end
endmodule
$ cat design/flow/run.sh
#!/bin/bash
# OpenROAD 26Q1-2900-gdf79404cd8, Yosys 0.63+post, stock flow scripts
make -C /OpenROAD-flow-scripts/flow DESIGN_CONFIG=/design/flow/config.mk WORK_HOME=/design/flow/orfs finish
==> results_slide.txt <==
Run Summary

Place
  • Half-perimeter wire length after placement: 9250 um
  • Port Buffers: 48
  • Pre-CTS WS: 1560 ps
  • Placed cell count: 983
  • Gp weighted congestion: 0.803

Final timing
  • Setup violators final: 0
  • Final Hold Viols: 0
  • RSZ-0062 raised after global routing: no
  • Clock skew: 11.0 ps
  • Setup ws final: 1170 ps
  • Pin slew with the least headroom to its limit: 1010 ps
  • Slew HR: 32.5%
  • TNS Setup: 0 ps
  • Top achievable clock speed: 242 MHz
  • Count of final max-slew check failures: 0
  • Cycle use final: 77.9%
  • Final min period: 4130 ps

Drt
  • Drt wl/cell: 13.0 um
  • DRC violations left: 0
  • Final ANT Viol Nets: 0
  • Vias per inst: 4.86
  • Post-Route WL: 13,000 um
  • Initial DRC count: 292
  • Ant diodes: 0
  • Via count: 4,850
  • Drt first pass iters: 4

Clock tree
  • H-tree level count: 3
  • CTS tree: done
  • CTS max path bufs: 2
  • Hold buffer count at cts: 0
  • Later-pin clock latency in the skew report: 350 ps
  • Root Driver: clkbuf_16
  • PostCTS Resize Cnt: 0
  • Clock transition at the registers of the reported paths: 70 ps
  • Clk sink count: 103
  • Setup Buffers After CTS: 0
  • CTS buffer count: 9

Job
  • Max-Cap Viols: 0
  • Tool Warnings: 33

Yosys
  • Top FF cell, synth: dfrtp_1
  • Top cells by count: 95 x dfrtp_1, 89 x nand2_1, 81 x o21ai_0
  • Post-synthesis instance area: 6370 um2
  • Yosys warnings: 3
  • Most common cell in the netlist: dfrtp_1
  • Top cells by area: dfrtp_1 37%, ha_1 15%, o21ai_0 6.4%, nand2_1 5.2%, inv_1 4.5%
  • Top cell area share: 37.3%
  • Mapped Cells: 693
  • Cell taking the most area after synthesis: dfrtp_1
  • Seq cells post-synth: 103
  • Syn Area/Cell: 9.20 um2
  • Yosys stat chip area: 6370 um2
  • Cells in synth_stat.txt: 693
  • Seq share, synth: 40.6%
  • Unique cell type count in the Yosys netlist: 55
  • Number of synthesized flops with an enable pin: 0
  • Ys async rst share: 100%

Pwr
  • Max IR drop VDD: 0.154 mV
  • Leak Pwr: 3.15 nW
  • Pwr Density: 201 nW/um2
  • Clock network fraction of design power: 45.3%
  • Sw frac: 21.6%
  • Logic pwr share: 1.6%
  • Internal power: 1.16 mW
  • Seq pwr share: 53.1%
  • Sw power: 320 uW

Global routing
  • Total track usage: 12.9%
  • First-pass GRT wire length: 22,600 um
  • Initial antenna violation count: 0
  • Vias in the first global route: 4,646
  • Largest net degree at the start of global routing: 85
  • GRT overflow: 0

Die
  • Die area: 21,800 um2
  • FP Util: 31.0%
  • Die Width: 148 um
  • IO Pins: 50
  • FP Rows: 52
  • Die height: 148 um
  • Core Area: 20,600 um2

Hold path
  • Hold EP: fsm[2]
  • Worst Hold Class: flop to flop
  • Worst Hold Launch: fsm[2]
  • Hold Path Depth: 2

Setup path
  • Setup crit start kind: flop
  • Crit path DAT: 3070 ps
  • CP Capture Type: primary output
  • R2r setup slk: 3040 ps
  • R2r worst-path depth: 5
  • Cells along the critical path: inv_1 -> ha_1 -> mux2i_1 -> a22oi_1 -> a221oi_1 -> a21oi_1 -> clkdlybuf4s50_1
  • CP max-delay cell: a22oi_1
  • Critical path class: flop to primary output
  • Worst-path fanout max: 11
  • Crit path required time: 4240 ps
  • FF-to-FF End: x[6]
  • R2R Path Start: x[2]
  • CP max stage delay: 830 ps

Layout
  • Share of layout cells above drive strength 1: 7.55%
  • Area grow syn2layout: 15.5%
  • Non-Filler Instances: 998

Run status
  • Status: completed
## through the flow
step | util (%) | hold slack, ps | power, mW | instance area [um2]
2_1_floorplan | - | 353 | 0.812 | 6370
3_3_place_gp | 34.4 | 436 | 0.826 | 7070
4_1_cts | 35.8 | 467 | 1.51 | 7360
6_report | 35.8 | 457 | 1.48 | 7360
5_1_grt | 35.8 | 477 | 1.54 | 7360
3_5_place_dp | 34.4 | 450 | 0.826 | 7070
## power groups by stage
| stage | logic [mW] | clock network, mW | registers [mW] |
|---|---|---|---|
| after CTS | 0.0251 | 0.697 | 0.785 |
| after global routing | 0.0275 | 0.729 | 0.785 |
| final | 0.0234 | 0.671 | 0.786 |
## routing by layer
layer | routed length, um | global-route usage [%] | vias up
li1 | - | - | 2526
met1 | 6800 | 20.0 | 2259
met2 | 5660 | 19.8 | 56
met3 | 397 | 2.33 | 9
met4 | 161 | 1.29 | 0
met5 | 0 | 0 | -
## cell type report
cell class                 count  area [um2]
multi-input combinational    478        3320
clock inverter                 6        68.8
inverter                      77         292
clock buffer                   9         225
sequential                   103        2590
fill                        2147       13200
timing repair buffer          55         533
tap                          270         338
## cell families (layout without fill, tap and decap cells)
group | count (synthesis) | after routing | share of synthesized area (%)
flops | 103 | 103 | 40.6
buf+inv | 112 | 147 | 7.44
compound gates | 197 | 197 | 18.9
simple gates | 169 | 169 | 12.5
fa+ha+maj | 74 | 74 | 14.5
mux | 31 | 31 | 5.12
xor+xnor | 7 | 7 | 0.962
## how the worst max path moves through the flow
stage | cells after the start | end | from
4_1_cts | 7 | gray_addr[4] | conter[1]
5_1_grt | 7 | gray_addr[2] | conter[1]
6_report | 7 | gray_addr[4] | conter[1]
## worst max-delay path, delay by kind of cell, from the launching register on
| family | cells | cell delay, ps |
|---|---|---|
| muxes | 1 | 150 |
| AOI/OAI and AO/OA | 3 | 1260 |
| adders and majority gates | 1 | 310 |
| buffers and inverters | 2 | 590 |
| DFF | 1 | 410 |
## placed cells by master (no fill, tap or decap), types with 8 or more instances in the layout
cell	synthesis	routed
a21oi_1	49	49
a221oi_1	9	9
clkbuf_16	0	9
clkdlybuf4s50_1	0	48
dfrtp_1	95	95
dfstp_2	8	8
ha_1	74	74
inv_1	76	75
mux2_2	13	13
mux2i_1	18	18
nand2_1	89	89
nand3_1	13	13
nand4_1	18	18
nor2_1	14	13
nor2b_1	10	10
nor3_1	10	10
o211ai_1	9	9
o21a_1	8	8
o21ai_0	81	81
o221ai_1	8	8
## registers in the layout, indices dropped and copies added (netlist names)
register	cells
data_in_central	8
y	7
fsm	5
x	7
data_in	64
conter	4
data_out	8
Power and IR drop assume default switching activity.
